==> /design/flow/design.v <==
module fft_4pt #(
    parameter DATA_WIDTH = 16
) (
    input clk,
    input rst_n,
    input data_valid_in,
    input  signed [DATA_WIDTH-1:0] x0_r,
    input  signed [DATA_WIDTH-1:0] x0_i,
    input  signed [DATA_WIDTH-1:0] x1_r,
    input  signed [DATA_WIDTH-1:0] x1_i,
    input  signed [DATA_WIDTH-1:0] x2_r,
    input  signed [DATA_WIDTH-1:0] x2_i,
    input  signed [DATA_WIDTH-1:0] x3_r,
    input  signed [DATA_WIDTH-1:0] x3_i,
    output data_valid_out,
    output signed [DATA_WIDTH+1:0] X0_r,
    output signed [DATA_WIDTH+1:0] X0_i,
    output signed [DATA_WIDTH+1:0] X1_r,
    output signed [DATA_WIDTH+1:0] X1_i,
    output signed [DATA_WIDTH+1:0] X2_r,
    output signed [DATA_WIDTH+1:0] X2_i,
    output signed [DATA_WIDTH+1:0] X3_r,
    output signed [DATA_WIDTH+1:0] X3_i
);
    localparam S1_WIDTH = DATA_WIDTH + 1;
    localparam S2_WIDTH = DATA_WIDTH + 2;
    reg signed [DATA_WIDTH-1:0] x0_r_reg, x0_i_reg;
    reg signed [DATA_WIDTH-1:0] x2_r_reg, x2_i_reg;
    reg signed [DATA_WIDTH-1:0] x1_r_reg, x1_i_reg;
    reg signed [DATA_WIDTH-1:0] x3_r_reg, x3_i_reg;
    reg valid_s0;
    always @(posedge clk or negedge rst_n) begin
        if (!rst_n) begin
            x0_r_reg <= 0; x0_i_reg <= 0;
            x2_r_reg <= 0; x2_i_reg <= 0;
            x1_r_reg <= 0; x1_i_reg <= 0;
            x3_r_reg <= 0; x3_i_reg <= 0;
            valid_s0 <= 1'b0;
        end else begin
            x0_r_reg <= x0_r; x0_i_reg <= x0_i;
            x2_r_reg <= x2_r; x2_i_reg <= x2_i;
            x1_r_reg <= x1_r; x1_i_reg <= x1_i;
            x3_r_reg <= x3_r; x3_i_reg <= x3_i;
            valid_s0 <= data_valid_in;
        end
    end
    wire signed [S1_WIDTH-1:0] A_r, A_i, B_r, B_i;
    wire signed [S1_WIDTH-1:0] C_r, C_i, D_r, D_i;
    assign A_r = x0_r_reg + x2_r_reg;
    assign A_i = x0_i_reg + x2_i_reg;
    assign B_r = x0_r_reg - x2_r_reg;
    assign B_i = x0_i_reg - x2_i_reg;
    assign C_r = x1_r_reg + x3_r_reg;
    assign C_i = x1_i_reg + x3_i_reg;
    assign D_r = x1_r_reg - x3_r_reg;
    assign D_i = x1_i_reg - x3_i_reg;
    reg signed [S1_WIDTH-1:0] A_r_reg, A_i_reg, B_r_reg, B_i_reg;
    reg signed [S1_WIDTH-1:0] C_r_reg, C_i_reg, D_r_reg, D_i_reg;
    reg valid_s1;
    always @(posedge clk or negedge rst_n) begin
        if (!rst_n) begin
            A_r_reg <= 0; A_i_reg <= 0;
            B_r_reg <= 0; B_i_reg <= 0;
            C_r_reg <= 0; C_i_reg <= 0;
            D_r_reg <= 0; D_i_reg <= 0;
            valid_s1 <= 1'b0;
        end else begin
            A_r_reg <= A_r; A_i_reg <= A_i;
            B_r_reg <= B_r; B_i_reg <= B_i;
            C_r_reg <= C_r; C_i_reg <= C_i;
            D_r_reg <= D_r; D_i_reg <= D_i;
            valid_s1 <= valid_s0;
        end
    end
    wire signed [S2_WIDTH-1:0] X0_r_w, X0_i_w;
    wire signed [S2_WIDTH-1:0] X1_r_w, X1_i_w;
    wire signed [S2_WIDTH-1:0] X2_r_w, X2_i_w;
    wire signed [S2_WIDTH-1:0] X3_r_w, X3_i_w;
    assign X0_r_w = A_r_reg + C_r_reg;
    assign X0_i_w = A_i_reg + C_i_reg;
    assign X1_r_w = B_r_reg + D_i_reg;
    assign X1_i_w = B_i_reg - D_r_reg;
    assign X2_r_w = A_r_reg - C_r_reg;
    assign X2_i_w = A_i_reg - C_i_reg;
    assign X3_r_w = B_r_reg - D_i_reg;
    assign X3_i_w = B_i_reg + D_r_reg;
    reg signed [S2_WIDTH-1:0] X0_r_reg, X0_i_reg;
    reg signed [S2_WIDTH-1:0] X1_r_reg, X1_i_reg;
    reg signed [S2_WIDTH-1:0] X2_r_reg, X2_i_reg;
    reg signed [S2_WIDTH-1:0] X3_r_reg, X3_i_reg;
    reg valid_s2;
    always @(posedge clk or negedge rst_n) begin
        if (!rst_n) begin
            X0_r_reg <= 0; X0_i_reg <= 0;
            X1_r_reg <= 0; X1_i_reg <= 0;
            X2_r_reg <= 0; X2_i_reg <= 0;
            X3_r_reg <= 0; X3_i_reg <= 0;
            valid_s2 <= 1'b0;
        end else begin
            X0_r_reg <= X0_r_w; X0_i_reg <= X0_i_w;
            X1_r_reg <= X1_r_w; X1_i_reg <= X1_i_w;
            X2_r_reg <= X2_r_w; X2_i_reg <= X2_i_w;
            X3_r_reg <= X3_r_w; X3_i_reg <= X3_i_w;
            valid_s2 <= valid_s1;
        end
    end
    assign X0_r = X0_r_reg;
    assign X0_i = X0_i_reg;
    assign X1_r = X1_r_reg;
    assign X1_i = X1_i_reg;
    assign X2_r = X2_r_reg;
    assign X2_i = X2_i_reg;
    assign X3_r = X3_r_reg;
    assign X3_i = X3_i_reg;
    assign data_valid_out = valid_s2;
endmodule
==> /design/flow/run.sh <==
#!/bin/bash
# OpenROAD 26Q1-2900-gdf79404cd8, Yosys 0.63+post, stock flow scripts
make -C /OpenROAD-flow-scripts/flow DESIGN_CONFIG=/design/flow/config.mk WORK_HOME=/design/flow/orfs finish
==> /design/flow/config.mk <==
export PLATFORM = sky130hd
export DESIGN_NAME = fft_4pt
export DESIGN_NICKNAME = fft_4pt
export VERILOG_FILES = /design/flow/design.v
export SDC_FILE = /design/flow/constraint.sdc
export NUM_CORES = 4
export LEC_CHECK = 1
export CORE_UTILIZATION = 40
==> /design/flow/constraint.sdc <==
current_design fft_4pt

set clk_period 8.2
set clk_io_pct 0.2

create_clock -name clk0 -period $clk_period [get_ports {clk}]

set non_clock_inputs [all_inputs -no_clocks]
set_input_delay [expr $clk_period * $clk_io_pct] -clock clk0 $non_clock_inputs
set_output_delay [expr $clk_period * $clk_io_pct] -clock clk0 [all_outputs]
==> results_dict.tcl <==
# metrics dict for downstream scripts
set metrics [dict create \
    tns_ns 0 \
    synth_cell_type_count 87 \
    synth.top_cell.area_share 0.429 \
    simple_gate_area_frac 0.116 \
    post-place-cells 3328 \
    drc 0 \
    flop_cell "dfrtp_1" \
    cp_num_buf_inv 1 \
    worstMarginPinSlew_ns 0.788 \
    worstSetupEndpointType "primary output" \
    p_sw_mw 2.83 \
    p_int_mw 5.48 \
    grt_max_degree 101 \
    critPathCapture "X0_r[0]" \
    numCtsBuffers 44 \
    yosys-mux-area-fraction 0.00389 \
    vdd_drop_max_uv 187 \
    syn2layout_area_growth_pct 21.1 \
    hold_buffers 0 \
    instances_no_fill 3409 \
    yosys.area.top_type "dfrtp_1" \
    numSynthFlops 403 \
    fin_crit_sh 0.379 \
    clock_power_share 0.252 \
    p_sw_frac 0.340 \
    n_antenna_cell 0 \
    firstDrtPassIters 5 \
    ys_area_sq_um 23500 \
    arrival_ns 1.47 \
    slew_headroom 0.473 \
    status "completed" \
    slowest_stage "clkdlybuf4s50_1" \
    p_per_area_nw_per_um2 292 \
    fin_skew_ns 0.0315 \
    grt_pass1_vias 17300 \
    ys_cells 2366 \
    antenna_found_initial 5 \
    warnings 159 \
    p_leak_nw 12.9 \
    hold_class "reg -> reg" \
    clkTransAtPathRegs_ns 0.06 \
    root_buffer "clkbuf_16" \
    drt-initial-drc-count 954 \
    setup_viol 0 \
    syn-cell-area_sq_um 23500 \
    cp_max_fo 2 \
    rrSetupSlack_ns 5.36 \
    overflow 0 \
    reg2reg_depth 11 \
    floorplanUtilization 0.406 \
    wl_per_cell_um 17.5 \
    cpLargestDelayFamily "buffers and inverters" \
    hold_violations 0 \
    cp_slowest_stage_delay_ns 0.49 \
    path_cells "clkdlybuf4s50_1" \
    top_cells_by_count "403 x dfrtp_1, 264 x ha_1, 261 x inv_1" \
    cp_data_required_time_ns 6.56 \
    ios 276 \
    slew_viol_final 0 \
    place.gp.congestion 0.894 \
    edf_count 0 \
    rr_endpoint "X1_i_reg[14]" \
    logic_family "AND-OR/OR-AND gates" \
    dp_hpwl_mm 46.4 \
    synthTopCellsByArea "dfrtp_1 43%, ha_1 14%, xnor2_1 5.4%" \
    chip_area_sq_um 59700 \
    syn_avg_cell_area_sq_um 9.93 \
    grt_usage 0.210 \
    core_area_sq_um 57900 \
    antenna_left 0 \
    crit_start "X2_r_reg[0]" \
    ys_seq_frac 0.429 \
    ys_sh_adder 0.154 \
    routed_via_density 5.07 \
    comb_power_share 0.414 \
    post_cts_resized 0 \
    fmax_ghz 0.321 \
    clock-sinks 403 \
    drive_above_1_share 0.0454 \
    cts_max_path_buffers 3 \
    cap_violations 0 \
    r2r-start "B_i_reg[0]" \
    cts_tree "done" \
    crit_cells 1 \
    synthArstFlopShare 1.00 \
    htree_levels 2 \
    min_period_ns 3.11 \
    synthAoiAreaFrac 0.168 \
    syn_inst 2366 \
    rows 88 \
    post_cts.repair.setup_buffers 0 \
    routed_wl_mm 59.7 \
    most_common_cell "dfrtp_1" \
    grt_pass1_wl_mm 94.5 \
    path_class "reg -> out" \
    xor_area_frac 0.0708 \
    fillCellCount 5210 \
    clock.latency.late_pin_ns 0.58 \
    num_vias 17300 \
    die_w_um 244 \
    numPortBuffers 275 \
    setup.worst_path.start_class "flop" \
    dieHeight_um 244 \
    yosysWarnings 1 \
    p_seq_frac 0.335 \
    rsz0062_at_grt "no" \
]
-- metal layers --
| metal | part of all wire | vias up | GRT usage |
|---|---|---|---|
| li1 | - | 8612 | - |
| met1 | 0.48 | 8158 | 0.327 |
| met2 | 0.44 | 440 | 0.312 |
| met3 | 0.061 | 81 | 0.0458 |
| met4 | 0.024 | 8 | 0.0426 |
| met5 | 0.00082 | - | 0 |
-- layout by cell type (no fill, tap or decap), types with 25 or more instances in the layout --
cell type and count:
dfrtp_1 403, clkdlybuf4s50_1 274, ha_1 264, inv_1 261, nor2_1 184, a21oi_1 184, xnor2_1 145, o21ai_0 79
nand2_1 78, nor3_1 68, clkbuf_16 46, xor2_1 45, nor2b_1 42, nand2b_1 42, a21o_1 40, o21bai_1 34
nand3_1 29, o21a_1 28, o31ai_1 25, a211oi_1 25
-- stage by stage --
| step | power [mW] | hold slack [ns] | utilization | instance area, sq um | worst slack, ns |
|---|---|---|---|---|---|
| 6_report | 8.31 | 0.356 | 0.492 | 28500 | 5.09 |
| 5_1_grt | 8.91 | 0.365 | 0.492 | 28500 | 4.87 |
| 4_1_cts | 8.43 | 0.359 | 0.492 | 28500 | 5.04 |
| 3_5_place_dp | 6.25 | 0.345 | 0.465 | 26900 | 4.53 |
| 3_3_place_gp | 6.27 | 0.341 | 0.465 | 26900 | 4.62 |
| 2_1_floorplan | 4.74 | 0.331 | - | 23500 | 5.80 |
-- power by group through the flow --
stage	Clock [mW]	Sequential [mW]	Combinational [mW]
after global routing	2.24	2.84	3.83
after CTS	2.16	2.79	3.48
final	2.09	2.78	3.44
-- worst min-delay path by stage --
stage        start        to  cells past startpoint
4_1_cts   valid_s0  valid_s1                      0
5_1_grt   valid_s0  valid_s1                      0
6_report  valid_s0  valid_s1                      0
-- kinds of logic (layout without fill, tap and decap cells) --
kind of cell / count (synthesis) / count (layout)
compound gates: 586 / 586
simple gates: 548 / 548
flops: 403 / 403
buf+inv: 350 / 628
fa+ha+maj: 280 / 280
xor+xnor: 190 / 190
mux: 9 / 9
-- final cells by class --
class / instances / area, sq um / share of cell area
clock buffers: 56 / 1260 / 0.0442
clock inverters: 25 / 305 / 0.0107
inverters: 263 / 987 / 0.0347
multi-input cells: 1613 / 12100 / 0.423
flip-flops and latches: 403 / 10100 / 0.354
well taps: 765 / 957 / 0.0336
repair buffers: 284 / 2830 / 0.0992
Power is estimated from default activity; no workload was simulated.
